$ cat design/flow/design.v
module crack(input logic clk, input logic rst_n,
             input logic en, output logic rdy,
             output logic [23:0] key, output logic key_valid,
             output logic [7:0] ct_addr, input logic [7:0] ct_rddata);
    logic [7:0] pt_addr, pt_rddata, pt_wrdata;
	logic pt_wren, wren_arc4;
	logic [23:0] s_key;
	logic [23:0] max_key = 24'b1111_1111_1111_1111_1111_1111;
	logic increment_key;
	logic en_arc4, rdy_arc4, rdy_found;
	logic reset;
	logic byte_valid;
	logic [1:0] key_found;
    pt_mem pt(.address(pt_addr), .clock(clk), .data(pt_wrdata), .wren(pt_wren), .q(pt_rddata));
	arc4 a4(.clk, .rst_n(reset), .en(en_arc4), .rdy(rdy_arc4), .key(s_key), .ct_addr, .ct_rddata,
            .pt_addr, .pt_rddata, .pt_wrdata, .pt_wren(wren_arc4));
	crack_ctrl crack_ctrl_ins(.clk, .rst_n, .en, .rdy_arc4, .byte_valid, .s_key, .max_key,
								.reset, .en_arc4, .increment_key, .rdy, .key_found);
    always_comb begin
		byte_valid = (pt_wrdata >= 8'h20 & pt_wrdata <= 8'h7E) | (pt_wrdata === 8'bz);
	end
	assign pt_wren = byte_valid ? wren_arc4 : 1'b0;
	always_ff @(posedge clk or negedge rst_n) begin
		if(rst_n == 0) 
			s_key <= 24'b0;
		else if(increment_key) 
			s_key <= s_key + 24'b1;
		else 
			s_key <= s_key;
	end
	always_ff @(posedge clk or negedge rst_n) begin
		if(rst_n == 0) begin
			key <= s_key;
			key_valid <= 0;
		end
		else if(key_found == 2'b01) begin
			key <= s_key;
			key_valid <= 1;
		end else if(key_found == 2'b10) begin
			key <= key;
			key_valid <= 0;
		end
	end
endmodule: crack
module crack_ctrl(input logic clk, input logic rst_n, input logic en, input logic rdy_arc4, 
						input logic byte_valid, input logic [23:0] s_key, input logic [23:0] max_key, 
						output logic reset, output logic en_arc4, output logic increment_key, 
						output logic rdy, output logic [1:0] key_found);
	parameter Start = 4'b0000;
	parameter Wait = 4'b0001;
	parameter Reset_ARC4 = 4'b0010;
	parameter Start_ARC4 = 4'b0011;
	parameter Wait_ARC4 = 4'b0100;
	parameter Inc_skey = 4'b0101;
	parameter Finish = 4'b0110;
	parameter No_key = 4'b0111;
	parameter Wait_Start = 4'b1000;
	logic [3:0] state, next_state;
	always_ff @(posedge clk or negedge rst_n) begin
		if(rst_n == 0) state <= Start;
		else state <= next_state;
	end
	always_comb begin
		case(state)
			Start:		next_state = Wait;
			Wait: 		if(en) next_state = Reset_ARC4;
						else next_state = Wait;
			Reset_ARC4:	next_state = Wait_Start;
			Wait_Start:	next_state = Start_ARC4;
			Start_ARC4: next_state = Wait_ARC4;
			Wait_ARC4: 	if(rdy_arc4) next_state = Finish;
						else if(byte_valid == 0) next_state = Inc_skey;
						else next_state = Wait_ARC4;
			Inc_skey: 	if(s_key == max_key) next_state = No_key;
						else next_state = Reset_ARC4;
			Finish: 	next_state = Wait;
			No_key: 	next_state = Wait;
			default: 	next_state = 4'bxxxx;
		endcase
	end
	always_comb begin
		case(state)
			Start: 		begin increment_key = 0; reset = 1; en_arc4 = 0; key_found = 2'b00; rdy = 0; end
			Wait: 		begin increment_key = 0; reset = 1; en_arc4 = 0; key_found = 2'b00; rdy = 1; end
			Reset_ARC4:	begin increment_key = 0; reset = 0; en_arc4 = 0; key_found = 2'b00; rdy = 0; end
			Wait_Start: begin increment_key = 0; reset = 1; en_arc4 = 0; key_found = 2'b00; rdy = 0; end
			Start_ARC4: begin increment_key = 0; reset = 1; en_arc4 = 1; key_found = 2'b00; rdy = 0; end
			Wait_ARC4: 	begin increment_key = 0; reset = 1; en_arc4 = 0; key_found = 2'b00; rdy = 0; end
			Inc_skey: 	begin increment_key = 1; reset = 1; en_arc4 = 0; key_found = 2'b00; rdy = 0; end
			Finish: 	begin increment_key = 0; reset = 1; en_arc4 = 0; key_found = 2'b01; rdy = 1; end
			No_key: 	begin increment_key = 0; reset = 1; en_arc4 = 0; key_found = 2'b10; rdy = 1; end
			default: 	begin increment_key = 1'bx; reset = 1'bx; en_arc4 = 1'bx; key_found = 2'bxx; rdy = 1'bx; end
		endcase
	end
endmodule
$ cat design/flow/run.sh
#!/bin/bash
# OpenROAD 26Q1-2900-gdf79404cd8, Yosys 0.63+post, stock flow scripts
make -C /OpenROAD-flow-scripts/flow DESIGN_CONFIG=/design/flow/config.mk WORK_HOME=/design/flow/orfs finish
$ cat design/flow/config.mk
export PLATFORM = sky130hd
export DESIGN_NAME = crack_ctrl
export DESIGN_NICKNAME = crack_ctrl
export VERILOG_FILES = /design/flow/design.v
export SDC_FILE = /design/flow/constraint.sdc
export NUM_CORES = 4
export LEC_CHECK = 1
export CORE_AREA = 10 10 73 73
export DIE_AREA = 0 0 83 83
$ cat design/flow/constraint.sdc
current_design crack_ctrl

set clk_period 2.9
set clk_io_pct 0.2

create_clock -name clk0 -period $clk_period [get_ports {clk}]

set non_clock_inputs [all_inputs -no_clocks]
set_input_delay [expr $clk_period * $clk_io_pct] -clock clk0 $non_clock_inputs
set_output_delay [expr $clk_period * $clk_io_pct] -clock clk0 [all_outputs]
==> results.json <==
{
  "netlist_instances": 71,
  "required_ns": 2.32,
  "cts_max_level": 1,
  "final_max_slew_viol_count": 0,
  "synth.avg_cell_area_um2": 8.41,
  "max_cap_violations": 0,
  "syn-cell-area_um2": 597,
  "drt_iter0_drc": 19,
  "dieArea_um2": 6890,
  "r2r-end": "state[2]$_DFF_PN0_",
  "hold_buffers": 0,
  "setup_viol": 0,
  "reg.largest.list": "state: 4 flops",
  "clockBufferDepth": 2,
  "gp_congestion": 0.770,
  "warnings": 25,
  "power_uw": 531,
  "fin_tns_setup_ns": 0,
  "io_pins": 59,
  "fp_util_pct": 15.9,
  "rows": 22,
  "status": "finished, final reports clean",
  "timing.fmax_mhz": 439,
  "core_area_um2": 3740,
  "drive_gt1_share_pct": 4.69,
  "yosysUniqueCellTypes": 25,
  "grt-ovfl-total": 0,
  "ff_latch_area_um2": 100,
  "cts_buffers": 3,
  "antenna_found_initial": 0,
  "antenna_left": 0,
  "fillers": 398,
  "drcViolationCount": 0,
  "dp_hpwl_um": 1870,
  "grt_pass1_vias": 804,
  "worst_pin_slew_ns": 0.381,
  "path_max_fanout": 12,
  "clock-sinks": 4,
  "finalCritPeriodShare_pct": 78.6,
  "worstReg2RegStart": "state[3]$_DFF_PN0_",
  "cts_resized": 0,
  "die_h_um": 83,
  "cts_tree": "yes",
  "r2r_setup_slack_ns": 1.58,
  "grt_max_degree": 13,
  "cts-root-buf": "clkbuf_8",
  "ys_ff": 4,
  "grt_pass1_wl_um": 3460,
  "skew_ns": 0.00200,
  "first_pass_iters": 2,
  "post_drt_via_cell_ratio": 4.03,
  "p_leak_uw": 0.000478,
  "die_x_um": 83,
  "cts.clk_slew.worst_paths_ns": 0.03,
  "p_per_area_nw_per_um2": 427,
  "post_cts_buffers": 0,
  "wl_um": 2010,
  "syn_to_final_growth_pct": 108,
  "period_needed_ns": 2.28,
  "vias": 710,
  "track_usage_pct": 5.70,
  "comb_area_um2": 450,
  "yosys_area_um2": 597,
  "diodes": 0,
  "regMostFlops": "state",
  "critPathLaunchType": "register",
  "slew_headroom_pct": 74.4,
  "largest_reg_flops": 4,
  "synth_seq_share_pct": 16.8,
  "crit_type": "reg -> out",
  "ys_cells": 71,
  "reg2regPathDepth": 4,
  "min_path_type": "in -> async",
  "endpoint_kind": "output pin",
  "arrival_ns": 1.70,
  "peakVddDrop_v": 0.000174,
  "rsz0062_at_grt": "false",
  "wire_per_inst_um": 11.4,
  "insertion_delay_ns": 0.22,
  "ys_warn_count": 2,
  "hold_violations": 0,
  "portBuffers": 58
}
-- cell usage in the layout, fill, tap and decap left out --
master and n:
nor2_1 4, clkdlybuf4s50_1 58, nand3_1 1, nand4bb_4 1
xor2_1 24, nand2_1 2, dfrtp_1 4, nand4_1 2
a21oi_1 2, nor3b_1 3, nor2b_1 1, o21ai_1 4
o22ai_1 1, nor4_1 4, nor3_1 2, or3_1 1
o21a_1 1, mux2_2 1, a221oi_1 1, clkbuf_8 3
o31ai_1 1, nor4_2 1, inv_1 3, nand2b_1 3
-- layout make-up --
| cell class | count | area share (%) |
|---|---|---|
| clock buffers | 3 | 3.32 |
| repair buffers | 58 | 46.7 |
| flip-flops and latches | 4 | 8.05 |
| well taps | 48 | 4.83 |
| inverters | 3 | 0.905 |
| multi-input cells | 60 | 36.2 |
-- layer usage --
layer | GRT usage (%) | vias up | wire length (um)
met5 | 0 | - | 0
met4 | 1.23 | 0 | 51
met3 | 4.63 | 4 | 333
met2 | 8.03 | 46 | 814
met1 | 6.52 | 299 | 808
li1 | - | 361 | -
-- worst max-delay path by stage --
stage / from / end / slack (ns) / depth (start not counted)
5_1_grt: state[2]$_DFF_PN0_ / rdy / 0.48 / 4
6_report: state[2]$_DFF_PN0_ / rdy / 0.62 / 4
4_1_cts: state[2]$_DFF_PN0_ / rdy / 0.60 / 4
-- logic make-up after synthesis --
family	Yosys count	share of synthesized area [%]
buffers and inverters	7	7.76
AND-OR/OR-AND	10	10.1
multiplexers	1	1.89
XOR/XNOR	24	35.2
AND/OR/NAND/NOR	25	28.3
flip-flops	4	16.8
-- per-stage QoR --
step                      setup WS [ns]  cells  util (%)  hold slack (ns)  area [um^2]
after CTS                         0.601    176      33.2            0.562         1240
after detailed placement          0.882    173      32.1            0.662         1200
final                             0.621    176      33.2            0.563         1240
after global routing              0.483    176      33.2            0.582         1240
after global placement            0.895    173      32.1            0.642         1200
after floorplan                    1.39     71         -            0.284          597
-- Yosys cell counts --
cell	instances	area [um^2]
o22ai_1	1	6.26
buf_6	2	22.5
nor2b_1	1	6.26
buf_4	1	7.51
nand4bb_4	1	27.5
nor3_1	2	10.0
dfrtp_1	4	100
nand3_1	1	5.00
o21ai_1	4	20.0
mux2_2	1	11.3
or3_1	1	6.26
o21a_1	1	7.51
nand4_1	2	12.5
nand2b_1	3	18.8
inv_1	3	11.3
nor2_1	4	15.0
a221oi_1	1	8.76
o31ai_1	1	7.51
xor2_1	24	210
nor4_1	4	25.0
nor3b_1	3	22.5
a21oi_1	2	10.0
nor4_2	1	12.5
nand2_1	2	7.51
buf_2	1	5.00
-- worst max-delay path: stages, from the launching register on --
cell and delay (ns):
dfrtp_1 0.50, nor3b_1 0.31, a21oi_1 0.07, nor2_1 0.10, clkdlybuf4s50_1 0.49
-- where the power goes --
group	internal, uW	switching (uW)
registers	78.8	57.9
logic	192	87.6
clock network	88.3	26.6
No activity file was given, so power comes from the tool's default toggle rates.
