### run.sh
#!/bin/bash
# OpenROAD 26Q1-2900-gdf79404cd8, Yosys 0.63+post, stock flow scripts
make -C /OpenROAD-flow-scripts/flow DESIGN_CONFIG=/design/flow/config.mk WORK_HOME=/design/flow/orfs finish
### config.mk
export PLATFORM = sky130hd
export DESIGN_NAME = prga
export DESIGN_NICKNAME = prga
export VERILOG_FILES = /design/flow/design.v
export SDC_FILE = /design/flow/constraint.sdc
export NUM_CORES = 4
export LEC_CHECK = 1
export CORE_UTILIZATION = 50
### constraint.sdc
current_design prga

set clk_period 3.6
set clk_io_pct 0.2

create_clock -name clk0 -period $clk_period [get_ports {clk}]

set non_clock_inputs [all_inputs -no_clocks]
set_input_delay [expr $clk_period * $clk_io_pct] -clock clk0 $non_clock_inputs
set_output_delay [expr $clk_period * $clk_io_pct] -clock clk0 [all_outputs]
### design.v
module prga(input logic clk, input logic rst_n,
            input logic en, output logic rdy,
            input logic [23:0] key,
            output logic [7:0] s_addr, input logic [7:0] s_rddata, output logic [7:0] s_wrdata, output logic s_wren,
            output logic [7:0] ct_addr, input logic [7:0] ct_rddata,
            output logic [7:0] pt_addr, input logic [7:0] pt_rddata, output logic [7:0] pt_wrdata, output logic pt_wren);
    logic [4:0] state, next_state;
	logic [7:0] i_val, j_val, k_val, sum_val;
	logic [7:0] temp_i, temp_j, temp_pad, temp_ct, temp_pt;
	logic [1:0] addr_sel;
	logic data_out_sel;
	logic en_i, en_j, en_pad, en_ct, en_pt;
	logic en_cal_j, en_sum;
	logic increment_i, increment_k;
	logic en_len;
	logic [7:0] msg_length;
	parameter Start 	  	= 5'b00000;
	parameter Wait  		= 5'b00001;
	parameter Inc_i  		= 5'b00010; 
	parameter Get_si		= 5'b00011; 						
	parameter Store_si  	= 5'b00100; 
	parameter Cal_j  		= 5'b00101;	
	parameter Get_sj		= 5'b00110; 
	parameter Store_sj  	= 5'b00111; 
	parameter Write_i_to_j  = 5'b01000; 
	parameter Set_addr_i  	= 5'b01001;	
	parameter Write_j_to_i	= 5'b01010;	
	parameter Sum_si_sj	 	= 5'b01011; 
	parameter Get_padk		= 5'b01100;
	parameter Store_padk	= 5'b01101; 
	parameter Get_CT		= 5'b01110;	
	parameter Pad_xor_CT	= 5'b01111;	
	parameter Store_PT		= 5'b10000; 
	parameter Inc_k			= 5'b10001; 
	parameter Check_k 		= 5'b10010;
	parameter Finish		= 5'b10011;
	parameter Get_msg_len	= 5'b10100;
	parameter Wait_len		= 5'b10101;
	parameter Store_len		= 5'b10110;
	always@ (posedge clk or negedge rst_n) begin
		if (rst_n == 0) temp_i <= 0;
		else if(en_i) temp_i <= s_rddata;
		else temp_i <= temp_i;
	end
	always@ (posedge clk or negedge rst_n) begin
		if (rst_n == 0) temp_j <= 0;
		else if(en_j) temp_j <= s_rddata;
		else temp_j <= temp_j;
	end
	always@ (posedge clk or negedge rst_n) begin
		if (rst_n == 0) temp_pad <= 0;
		else if(en_pad) temp_pad <= s_rddata;
		else temp_pad <= temp_pad;
	end
	always@ (posedge clk or negedge rst_n) begin
		if (rst_n == 0) temp_ct <= 0;
		else if(en_ct) temp_ct <= ct_rddata;
		else temp_ct <= temp_ct;
	end
	always@ (posedge clk or negedge rst_n) begin
		if (rst_n == 0) temp_pt <= 8'bz;
		else if(en_pt) temp_pt <= temp_pad ^ temp_ct;
		else temp_pt <= temp_pt;
	end
	always @(posedge clk or negedge rst_n) begin
		if (rst_n == 0) begin
			j_val <= 0;
			sum_val <= 0;
		end else if(en_cal_j)						
			j_val <= j_val + temp_i;		
		else if(en_sum)
			sum_val <= temp_i + temp_j;		
	end
	always_ff @(posedge clk or negedge rst_n) begin
		if (rst_n == 0)	
			i_val <= 0;
		else if(increment_i) 
			i_val <= i_val + 1'b1;
		else 
			i_val <= i_val;
	end
	always_ff @(posedge clk or negedge rst_n) begin
		if (rst_n == 0)
			k_val <= 0;
		else if(increment_k) 
			k_val <= k_val + 1'b1;
		else 
			k_val <= k_val;
	end
	always_ff @(posedge clk or negedge rst_n) begin
		if (rst_n == 0)
			msg_length <= 0;
		else if(en_len) 
			msg_length <= ct_rddata;
		else 
			msg_length <= msg_length;
	end
	always_ff @(posedge clk or negedge rst_n) begin
		if(rst_n == 0) state <= Start;
		else state <= next_state;
	end
	always_comb begin
		case(state)
			Start:			next_state = Wait;
			Wait:			if(en & k_val == 0) next_state = Get_msg_len;
							else if(en) next_state = Inc_i;
							else next_state = Wait;
			Inc_i:			next_state = Get_si;
			Get_si:			next_state = Store_si;
			Store_si:		next_state = Cal_j;
			Cal_j:			next_state = Get_sj;
			Get_sj:			next_state = Store_sj;
			Store_sj:		next_state = Write_i_to_j;
			Write_i_to_j:	next_state = Write_j_to_i;
			Write_j_to_i:	next_state = Sum_si_sj;
			Sum_si_sj:		next_state = Get_padk; 
			Get_padk:		next_state = Store_padk;
			Store_padk:		next_state = Get_CT;
			Get_CT:			next_state = Pad_xor_CT;
			Pad_xor_CT:		next_state = Store_PT;
			Store_PT:		next_state = Check_k;
			Check_k:		if(k_val == msg_length) next_state = Wait;
							else next_state = Inc_k;
			Inc_k:			next_state = Inc_i;												
			Get_msg_len: 	next_state = Wait_len;
			Wait_len: 		next_state = Store_len;
			Store_len: 		next_state = Inc_k;
			default: 		next_state = 5'bxxxxx;
		endcase 
	end
	always_comb begin
		case(state)
			Start:			begin   s_wren = 0; increment_i = 0; addr_sel = 2'b00; en_i = 0; en_j = 0; en_pad = 0; en_ct = 0; pt_wren = 0; 
									increment_k = 0; rdy = 0; en_cal_j = 0; en_sum = 0; en_pt = 0; en_len = 0; data_out_sel = 0; end						
			Wait:			begin   s_wren = 0; increment_i = 0; addr_sel = 2'b00; en_i = 0; en_j = 0; en_pad = 0; en_ct = 0; pt_wren = 0;
									increment_k = 0; rdy = 1; en_cal_j = 0; en_sum = 0; en_pt = 0; en_len = 0; data_out_sel = 0; end				
			Inc_i:			begin   s_wren = 0; increment_i = 1; addr_sel = 2'b00; en_i = 0; en_j = 0; en_pad = 0; en_ct = 0; pt_wren = 0;
									increment_k = 0; rdy = 0; en_cal_j = 0; en_sum = 0;	en_pt = 0; en_len = 0; data_out_sel = 0; end			
			Get_si:			begin   s_wren = 0; increment_i = 0; addr_sel = 2'b00; en_i = 0; en_j = 0; en_pad = 0; en_ct = 0; pt_wren = 0;
									increment_k = 0; rdy = 0; en_cal_j = 0; en_sum = 0;	en_pt = 0; en_len = 0; data_out_sel = 0; end			
			Store_si:		begin   s_wren = 0; increment_i = 0; addr_sel = 2'b00; en_i = 1; en_j = 0; en_pad = 0; en_ct = 0; pt_wren = 0;
									increment_k = 0; rdy = 0; en_cal_j = 0; en_sum = 0;	en_pt = 0; en_len = 0; data_out_sel = 0; end			
			Cal_j:			begin   s_wren = 0; increment_i = 0; addr_sel = 2'b01; en_i = 0; en_j = 0; en_pad = 0; en_ct = 0; pt_wren = 0;
									increment_k = 0; rdy = 0; en_cal_j = 1; en_sum = 0;	en_pt = 0; en_len = 0; data_out_sel = 0; end			
			Get_sj:			begin   s_wren = 0; increment_i = 0; addr_sel = 2'b01; en_i = 0; en_j = 0; en_pad = 0; en_ct = 0; pt_wren = 0;
									increment_k = 0; rdy = 0; en_cal_j = 0; en_sum = 0;	en_pt = 0; en_len = 0; data_out_sel = 0; end
			Store_sj:		begin   s_wren = 0; increment_i = 0; addr_sel = 2'b01; en_i = 0; en_j = 1; en_pad = 0; en_ct = 0; pt_wren = 0;
									increment_k = 0; rdy = 0; en_cal_j = 0; en_sum = 0;	en_pt = 0; en_len = 0; data_out_sel = 0; end
			Write_i_to_j:	begin   s_wren = 1; increment_i = 0; addr_sel = 2'b01; en_i = 0; en_j = 0; en_pad = 0; en_ct = 0; pt_wren = 0;
									increment_k = 0; rdy = 0; en_cal_j = 0; en_sum = 0;	en_pt = 0; en_len = 0; data_out_sel = 0; end
			Write_j_to_i:	begin   s_wren = 1; increment_i = 0; addr_sel = 2'b00; en_i = 0; en_j = 0; en_pad = 0; en_ct = 0; pt_wren = 0;
									increment_k = 0; rdy = 0; en_cal_j = 0; en_sum = 0;	en_pt = 0; en_len = 0; data_out_sel = 1; end
			Sum_si_sj:		begin   s_wren = 0; increment_i = 0; addr_sel = 2'b10; en_i = 0; en_j = 0; en_pad = 0; en_ct = 0; pt_wren = 0;
									increment_k = 0; rdy = 0; en_cal_j = 0; en_sum = 1;	en_pt = 0; en_len = 0; data_out_sel = 0; end 
			Get_padk:		begin   s_wren = 0; increment_i = 0; addr_sel = 2'b10; en_i = 0; en_j = 0; en_pad = 0; en_ct = 0; pt_wren = 0;
									increment_k = 0; rdy = 0; en_cal_j = 0; en_sum = 0;	en_pt = 0; en_len = 0; data_out_sel = 0; end
			Store_padk:		begin   s_wren = 0; increment_i = 0; addr_sel = 2'b10; en_i = 0; en_j = 0; en_pad = 1; en_ct = 0; pt_wren = 0;
									increment_k = 0; rdy = 0; en_cal_j = 0; en_sum = 0;	en_pt = 0; en_len = 0; data_out_sel = 0; end
			Get_CT:			begin   s_wren = 0; increment_i = 0; addr_sel = 2'b00; en_i = 0; en_j = 0; en_pad = 0; en_ct = 1; pt_wren = 0;
									increment_k = 0; rdy = 0; en_cal_j = 0; en_sum = 0; en_pt = 0; en_len = 0; data_out_sel = 0; end
			Pad_xor_CT:		begin   s_wren = 0; increment_i = 0; addr_sel = 2'b00; en_i = 0; en_j = 0; en_pad = 0; en_ct = 0; pt_wren = 0;
									increment_k = 0; rdy = 0; en_cal_j = 0; en_sum = 0;	en_pt = 1; en_len = 0; data_out_sel = 0; end
			Store_PT:		begin   s_wren = 0; increment_i = 0; addr_sel = 2'b00; en_i = 0; en_j = 0; en_pad = 0; en_ct = 0; pt_wren = 1;
									increment_k = 0; rdy = 0; en_cal_j = 0; en_sum = 0;	en_pt = 0; en_len = 0; data_out_sel = 0; end
			Inc_k:			begin   s_wren = 0; increment_i = 0; addr_sel = 2'b00; en_i = 0; en_j = 0; en_pad = 0; en_ct = 0; pt_wren = 0;
									increment_k = 1; rdy = 0; en_cal_j = 0; en_sum = 0;	en_pt = 0; en_len = 0; data_out_sel = 0; end
			Check_k:		begin   s_wren = 0; increment_i = 0; addr_sel = 2'b00; en_i = 0; en_j = 0; en_pad = 0; en_ct = 0; pt_wren = 0;
									increment_k = 0; rdy = 0; en_cal_j = 0; en_sum = 0;	en_pt = 0; en_len = 0; data_out_sel = 0; end							
			Get_msg_len:	begin   s_wren = 0; increment_i = 0; addr_sel = 2'b00; en_i = 0; en_j = 0; en_pad = 0; en_ct = 1; pt_wren = 0;
									increment_k = 0; rdy = 0; en_cal_j = 0; en_sum = 0;	en_pt = 0; en_len = 1; data_out_sel = 0; end
			Wait_len: 		begin   s_wren = 0; increment_i = 0; addr_sel = 2'b00; en_i = 0; en_j = 0; en_pad = 0; en_ct = 0; pt_wren = 0;
									increment_k = 0; rdy = 0; en_cal_j = 0; en_sum = 0;	en_pt = 1; en_len = 0; data_out_sel = 1; end
			Store_len:		begin   s_wren = 0; increment_i = 0; addr_sel = 2'b00; en_i = 0; en_j = 0; en_pad = 0; en_ct = 0; pt_wren = 1;
									increment_k = 0; rdy = 0; en_cal_j = 0; en_sum = 0;	en_pt = 0; en_len = 0; data_out_sel = 0; end
			default: 		begin   s_wren = 1'bx; increment_i = 1'bx; addr_sel = 2'bxx; en_i = 1'bx; en_j = 1'bx; en_pad = 1'bx; en_ct = 1'bx; pt_wren = 1'bx;
									increment_k = 1'bx; rdy = 1'bx; en_cal_j = 1'bx; en_sum = 1'bx;	en_pt = 1'bx; en_len = 1'bx; data_out_sel = 1'bx; end
		endcase 
	end
	assign pt_wrdata = temp_pt;
	assign ct_addr = k_val;
	assign pt_addr = k_val;
	assign s_wrdata = data_out_sel ? temp_j : temp_i;
	assign s_addr = addr_sel[1] ? (addr_sel[0] ? 8'b0 : sum_val) : (addr_sel[0] ? j_val : i_val);
endmodule: prga
==> run notes <==
Summary of the current implementation state.

- The flow ran to the end, and the final reports show no timing, DRC or antenna violations.
- The post-synthesis register bit count is 85, for reference.
- The sink count of the clock tree is about 85, for reference.
- For this design the static power due to leakage is 2.30 nW.
- Entering global routing, the biggest net connects 46 pins.
- The die covers ~9500 sq um.
- The number of instances in the synthesized netlist is 426, for reference.
- The post-route report lists met1 wire length as 4550 um.
- From left edge to right edge, the die measures 97.6 um.
- The slew check shows that the tightest pin keeps a relative margin of 0.508.
- The report counts max-capacitance violations totalling 0.
- The total of endpoints with negative setup slack in the final report is 0, for reference.
- Summing every instance area after synthesis gives 4570 sq um.
- The total cell area reported by yosys after synthesis is 4570 sq um, for reference.
- Summed over all failing endpoints, the final setup total negative slack is 0 ps.
- The finished cells cover approximately 5400 sq um.
- The final report gives the core utilization as 0.620.
- The number of buffers and inverters on the critical path is 1, for reference.
- The final worst-path setup slack is 243 ps, for reference.
- The overall overflow remaining after global route is 0, for reference.
- The average size of a mapped cell is 10.7 sq um, for reference.
- The number of buffers inserted to repair setup after CTS is 0, for reference.
- The tree is rooted in a sky130_fd_sc_hd__clkbuf_8.
- The number of antenna-violating nets in the routed design is 0, for reference.
- The critical path launch point type is a flip-flop, for reference.
- For the worst-skew pair, the clock arrives at the later sink with an insertion delay of 360 ps.
- The critical path's slowest cell is sky130_fd_sc_hd__dfrtp_1, for reference.
- The maximum cell stage delay along the critical path is roughly 540 ps, for reference.
- The cell count in the Yosys report is between 400 and 500, for reference.
- Summed over all nets, the switching power comes to 1.76 mW.
- According to the floorplan report, the placeable core area is 8760 sq um.
- In the layout the commonest cells are 85 x sky130_fd_sc_hd__dfrtp_1, 60 x sky130_fd_sc_hd__clkdlybuf4s50_1, 51 x sky130_fd_sc_hd__mux2_2.
- The non-filler instance count after layout is 594, for reference.
- Of the total power, combinational logic draws 0.470.
- The number of global-route vias before repair is 3125, for reference.
- The sequential share of power is 0.377, for reference.
- Row generation in the floorplan step produced 34 rows.
- The met2 wirelength from detailed routing is 4250 um, for reference.
- The half-perimeter wire length after placement is 6810 um, for reference.
- The number of placed cells counting well taps is 578, for reference.
- The CTS buffer count is 9, for reference.
- The DRC violation total left in the routed layout is recorded as 0.
- Checking hold timing, the worst path is listed with class input port to async pin.
- The number of antenna violations at the first check in global routing is 0, for reference.
- The instance area at placement is 5220 sq um, for reference.
- The total power after layout is roughly 4.7 mW, for reference.
- Setup repair after global routing left no endpoint under its margin.
- Logged for this run, the post-placement worst setup slack is 527 ps.
- The clock-pin slew on the worst setup and hold paths is 100 ps, for reference.
- The arrival time of data at the worst endpoint is listed as 2640 ps.
- The max-slew violation total from the final report is 0, for reference.
- Hold is met by about 340 ps.
- Of the total power, the share spent switching nets is 0.370.
- Per STA, the worst path is made up of nor2b_1 > and3_1 > a31oi_2 > mux2_2 > clkdlybuf4s50_1.
- Detailed routing placed a total of 278 um of wire on met3.
- Pin placement for this block handled 94 I/O pins.
- STA classifies the critical path endpoint as an output port.
- The depth of the CTS H-tree is 3, for reference.
- By instance count after routing, the leading logic cell type is sky130_fd_sc_hd__dfrtp_1.
- For the worst setup path, the data required time is 2880 ps.
- The detail-routed net length per standard cell is 15.4 um, for reference.
- The clock network power share is 0.153, for reference.
- The effective utilization at floorplan is 0.521, for reference.
- The transition time recorded at the tightest slew-check pin is 734 ps.
- Relative to the synthesized area, the layout overhead comes to 19.0%.
- After layout, the setup clock skew is reported as 15.9 ps.
- The share of the Yosys chip area taken by registers is 0.466.
- The violation tally recorded at the end of detailed-routing iteration 0 is around 110.
- The synthesized design contains 0 enable-type register cells.
- The power report lists cell-internal power as 2.99 mW.
- The maximum vdd drop is 0.419 mV, for reference.
- The fraction of registers with async set/reset is 1.00, for reference.
- The count of cell types in the netlist is 45, for reference.
- In the routed netlist, the antenna diode instances number 0.
- The CTS tree is done, for reference.
- The power per unit of standard cell area is 872 nW/um^2, for reference.
- The via count is between 3000 and 4000, for reference.
- The critical path class is flip-flop to output port, for reference.
- Per the final layout report, the fraction of cells sized above drive strength 1 comes to 0.165.
- The port buffer count is 61, for reference.
- The number of vias per cell is between 5 and 6, for reference.
- For this run, the top clock speed supported by timing is around 300 MHz.
- The first-pass GRT wire length is between 15000 and 20000 um, for reference.
- Of the available clock period, the critical path in the final layout requires 0.933.
- The highest metal layer with signal wires is met4, for reference.
- The number of warnings issued by yosys is 2, for reference.
- For this block, the routed nets add up to ~9200 um of wire.
- The leading register cell type out of synthesis is sky130_fd_sc_hd__dfrtp_1, for reference.
- The global placer's final weighted congestion is 0.879, for reference.
- The deepest clock path buffer count is 2, for reference.
- The final-report hold violation count is 0, for reference.
- The tool warning count for the run is 59.
- Of all nets on the critical path, the largest fanout is 15.
- On the critical path the largest part of the delay comes from flip-flops.
- The final critical delay including setup and external delays is 3360 ps, for reference.
- For this run, the total global-route usage over all layers was measured as 0.211.
- The die is 97.6 um tall.
- The number of detailed-route iterations in the first pass is 4, for reference.
power by group through the flow:
stage	Clock (mW)	Sequential (mW)	Combinational [mW]
4_1_cts	0.750	1.79	2.25
5_1_grt	0.784	1.86	2.51
6_report	0.726	1.79	2.23
flip-flops by register name (all words and copies together), names as in the netlist:
register    cells
j_val           8
sum_val         8
temp_pt         8
msg_length      8
i_val           8
temp_ct         8
k_val           8
temp_i          8
state           5
temp_pad        8
temp_j          8
worst paths after layout:
| path | start | endpoint | slack (ps) | depth (start not counted) |
|---|---|---|---|---|
| min in group clk0 | i_val[7] | i_val[7] | 490 | 1 |
| min reg2reg | i_val[7] | i_val[7] | 490 | 1 |
| max | state[3] | s_wrdata[3] | 240 | 5 |
| max in group asynchronous | rst_n | state[4] | 2520 | 2 |
| min | rst_n | i_val[7] | 340 | 1 |
| max reg2reg | state[2] | j_val[6] | 1380 | 4 |
cells in the mapped netlist, types with 3 or more instances:
library cell	instances	area (sq um)
sky130_fd_sc_hd__and3_1	5	31.3
sky130_fd_sc_hd__nor2b_1	8	50.1
sky130_fd_sc_hd__buf_4	8	60.1
sky130_fd_sc_hd__nand2b_1	10	62.6
sky130_fd_sc_hd__xnor2_1	30	263
sky130_fd_sc_hd__mux2_2	51	574
sky130_fd_sc_hd__buf_2	6	30.0
sky130_fd_sc_hd__inv_1	10	37.5
sky130_fd_sc_hd__mux2i_1	8	80.1
sky130_fd_sc_hd__nor3b_1	3	22.5
sky130_fd_sc_hd__nand4_1	5	31.3
sky130_fd_sc_hd__o21ai_0	29	145
sky130_fd_sc_hd__a21oi_1	19	95.1
sky130_fd_sc_hd__nor2_1	20	75.1
sky130_fd_sc_hd__nand3_1	10	50.1
sky130_fd_sc_hd__clkbuf_1	6	22.5
sky130_fd_sc_hd__xor2_1	12	105
sky130_fd_sc_hd__dfrtp_1	85	2130
sky130_fd_sc_hd__nand2_1	44	165
sky130_fd_sc_hd__o31ai_1	3	22.5
sky130_fd_sc_hd__o21a_1	3	22.5
sky130_fd_sc_hd__ha_1	17	213
metal layers:
layer  track usage  up-vias
met5             0        -
met2         0.319       55
met4        0.0215        0
met3        0.0234        8
li1              -     1589
met1         0.357     1518
timing repair:
action | in CTS | in global routing
hold endpoints to repair | 0 | 0
endpoints found under the setup margin | 0 | 8
hold buffers | 0 | 0
resized | 0 | 1
layout make-up:
cell class                      count  area (sq um)
Clock buffer                        9           124
Clock inverter                      7          87.6
Fill cell                         704          3330
Inverter                           10          37.5
Multi-Input combinational cell    310          2290
Sequential cell                    85          2130
Tap cell                          108           135
Timing Repair Buffer               65           638
worst reg2reg max path: cells and delay by family (launching register included):
kind / cells / cell delay (ps)
flops: 1 / 630
simple gates: 4 / 1540
cells by family after synthesis:
family          Yosys count  share of synthesized area
fa+ha+maj                19                     0.0553
compound gates           66                     0.0835
xor+xnor                 42                     0.0805
flops                    85                      0.466
simple gates            124                      0.136
mux                      59                      0.143
buf+inv                  31                     0.0353
Power figures rest on the tool's default switching activity, not on a simulated workload.
