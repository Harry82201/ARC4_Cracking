==> design.v <==
module ksa(input logic clk, input logic rst_n,
           input logic en, output logic rdy,
           input logic [23:0] key,
           output logic [7:0] addr, input logic [7:0] rddata, output logic [7:0] wrdata, output logic wren);
    logic [3:0] state, next_state;
	logic [7:0] count = 0;
	logic [7:0] j_val = 0;
	logic [1:0] modulo_count = 0;
	logic [7:0] temp_si = 0;
	logic [7:0] temp_sj= 0;
	logic [7:0] key_val;
	logic addr_sel;
	logic wrdata_sel;
	logic en_si;
	logic en_sj;
	logic en_calc_j;
	logic increment;
	assign wrdata = wrdata_sel ? temp_sj : temp_si;
	assign addr = addr_sel ? j_val : count;
	always_ff @(posedge clk or negedge rst_n) begin
		if(rst_n == 0) state <= 4'b0000;
		else state <= next_state;
	end
	always_comb begin
		case(state)
			4'b0000: 			next_state = 4'b0001;
			4'b0001: 				if (en) next_state = 4'b0010;
								else next_state = 4'b0001;
			4'b0010:			next_state = 4'b0011;					
			4'b0011:			next_state = 4'b0100;			
			4'b0100:		next_state = 4'b0101;		
			4'b0101:			next_state = 4'b0110;
			4'b0110:			next_state = 4'b0111;
			4'b0111:	next_state = 4'b1000;										
			4'b1000:	next_state = 4'b1001;				
			4'b1001:				if (count == 255) next_state = 4'b0001;
								else next_state = 4'b0010;					
			default: 			next_state = 4'bxxxx;
		endcase 
	end
	always_comb begin
		case(state)
			4'b0000: 			begin   wren = 0; increment = 0; addr_sel = 0; wrdata_sel = 0; 
                                        en_si = 0; en_sj = 0; en_calc_j = 0; rdy = 0; end									
			4'b0001: 				begin   wren = 0; increment = 0; addr_sel = 0; wrdata_sel = 0; 
                                        en_si = 0; en_sj = 0; en_calc_j = 0; rdy = 1; end
			4'b0010:			begin   wren = 0; increment = 0; addr_sel = 0; wrdata_sel = 0; 
                                        en_si = 0; en_sj = 0; en_calc_j = 0; rdy = 0; end					
			4'b0011:			begin   wren = 0; increment = 0; addr_sel = 0; wrdata_sel = 0; 
                                        en_si = 1; en_sj = 0; en_calc_j = 0; rdy = 0; end			
			4'b0100:		begin   wren = 0; increment = 0; addr_sel = 0; wrdata_sel = 0; 
                                        en_si = 0; en_sj = 0; en_calc_j = 1; rdy = 0; end		
			4'b0101:			begin   wren = 0; increment = 0; addr_sel = 1; wrdata_sel = 0; 
                                        en_si = 0; en_sj = 0; en_calc_j = 0; rdy = 0; end
			4'b0110:			begin   wren = 0; increment = 0; addr_sel = 1; wrdata_sel = 0; 
                                        en_si = 0; en_sj = 1; en_calc_j = 0; rdy = 0; end
			4'b0111:	begin   wren = 1; increment = 0; addr_sel = 1; wrdata_sel = 0; 
                                        en_si = 0; en_sj = 0; en_calc_j = 0; rdy = 0; end										
			4'b1000:	begin   wren = 1; increment = 0; addr_sel = 0; wrdata_sel = 1; 
                                        en_si = 0; en_sj = 0; en_calc_j = 0; rdy = 0; end				
			4'b1001:				begin   wren = 0; increment = 1; addr_sel = 0; wrdata_sel = 0; 
                                        en_si = 0; en_sj = 0; en_calc_j = 0; rdy = 0; end					
			default: 			begin   wren = 1'bx; increment = 1'bx; addr_sel = 1'bx; wrdata_sel = 1'bx; 
                                        en_si = 1'bx; en_sj = 1'bx; en_calc_j = 1'bx; rdy = 1'b1; end
		endcase 
	end
	always_comb begin
		modulo_count = count % 2'b11;
		case(modulo_count)
			2'b00	:	key_val = key[23:16];
			2'b01	:	key_val = key[15:8];
			2'b10	:	key_val = key[7:0];
			default: key_val = 0;
		endcase
	end
	always_ff @(posedge clk or negedge rst_n) begin
		if(rst_n == 0) temp_si <= 0;
		else if(en_si) temp_si <= rddata;
		else temp_si <= temp_si;
	end
	always_ff @(posedge clk or negedge rst_n) begin
		if(rst_n == 0) temp_sj <= 0;
		else if(en_sj) temp_sj <= rddata;
		else temp_sj <= temp_sj;
	end
	always_ff @(posedge clk or negedge rst_n) begin
		if(rst_n == 0) j_val <= 0;
		else if(en_calc_j) j_val <= temp_si + key_val + j_val;
		else j_val <= j_val;
	end
	always_ff @(posedge clk or negedge rst_n) begin
		if(rst_n == 0) count <= 0;
		else if(increment) count <= count + 1'b1;
		else count <= count;
	end
endmodule: ksa
==> run.sh <==
#!/bin/bash
# OpenROAD 26Q1-2900-gdf79404cd8, Yosys 0.63+post, stock flow scripts
make -C /OpenROAD-flow-scripts/flow DESIGN_CONFIG=/design/flow/config.mk WORK_HOME=/design/flow/orfs finish
==> config.mk <==
export PLATFORM = sky130hd
export DESIGN_NAME = ksa
export DESIGN_NICKNAME = ksa
export VERILOG_FILES = /design/flow/design.v
export SDC_FILE = /design/flow/constraint.sdc
export NUM_CORES = 4
export LEC_CHECK = 1
export CORE_UTILIZATION = 30
==> constraint.sdc <==
current_design ksa

set clk_period 9.1
set clk_io_pct 0.2

create_clock -name clk0 -period $clk_period [get_ports {clk}]

set non_clock_inputs [all_inputs -no_clocks]
set_input_delay [expr $clk_period * $clk_io_pct] -clock clk0 $non_clock_inputs
set_output_delay [expr $clk_period * $clk_io_pct] -clock clk0 [all_outputs]
==> results_tabular.tex <==
% Auto-generated results table
\begin{tabular}{lr}
\hline
Metric & Value \\
\hline
\multicolumn{2}{l}{\textbf{Status}} \\
Outcome & finished clean \\
\multicolumn{2}{l}{\textbf{Global routing}} \\
Final global-route overflow total & 0 \\
Vias in the first global route & 2,198 \\
Maximum number of pins on one net before global-route repair & 37 \\
Global-route usage over all layers & 14.1\% \\
Initial antenna violation count & 0 \\
First-pass GRT wire length & around 11,000 µm \\
\multicolumn{2}{l}{\textbf{Synth}} \\
Post-synth area hogs & sky130\_fd\_sc\_hd\_\_dfrtp\_1 32\%, sky130\_fd\_sc\_hd\_\_mux2\_2 11\%, sky130\_fd\_sc\_hd\_\_fa\_1 5.7\% \\
Register share after synthesis & 31.9\% \\
Library cell occupying the most area in the post-synthesis netlist & sky130\_fd\_sc\_hd\_\_dfrtp\_1 \\
Average size of a mapped cell & around 10 µm² \\
Post-synthesis sequential element count & 36 \\
Most used flip-flop cell & sky130\_fd\_sc\_hd\_\_dfrtp\_1 \\
Async set or reset register ratio after synthesis & 100\% \\
Chip Area, Yosys & about 2800 µm² \\
Cells after synthesis & 282 \\
Total cells reported by yosys after synthesis & 282 \\
Most common cell in the synthesized netlist & sky130\_fd\_sc\_hd\_\_dfrtp\_1 \\
Count of library flops with an enable pin & 0 \\
Mapped cell area & about 2800 µm² \\
Cell Type Count & 60 \\
Number of synthesis warnings & 1 \\
Share of Yosys cell area claimed by the top area cell type & about a third \\
Most frequent cells after synthesis & 36 x sky130\_fd\_sc\_hd\_\_dfrtp\_1, 29 x sky130\_fd\_sc\_hd\_\_nand2\_1, 27 x sky130\_fd\_sc\_hd\_\_mux2\_2 \\
\multicolumn{2}{l}{\textbf{Clocking}} \\
Largest buffer count on any clock path & 2 \\
Post-CTS Setup Inserts & 0 \\
CTS sink count & 36 \\
Number of buffers created by CTS & 5 \\
Cell chosen for the clock root & sky130\_fd\_sc\_hd\_\_clkbuf\_8 \\
Insertion Delay late pin & 290 ps \\
Hold bufs inserted after CTS & 0 \\
Htree depth & 2 \\
TritonCTS clock tree & built \\
Cell resize tally after clock tree synthesis & 0 \\
Clock input transition at the sequential cells of the worst setup and hold paths & 80 ps \\
\multicolumn{2}{l}{\textbf{Floorplan}} \\
Die extent in x & 99.0 µm \\
Placeable core area & around 9200 µm² \\
Std cell rows & 35 \\
FP Core Util & 30.7\% \\
Chip area & slightly below 10,000 µm² \\
Top-level port count & 53 \\
Vertical die dimension & 99.0 µm \\
\multicolumn{2}{l}{\textbf{Worst setup path}} \\
Origin of the critical flop-to-flop path & count[7]\$\_DFFE\_PN0P\_ \\
Critical path start-end classification & reg -> reg \\
Cell repeated most along the worst path & sky130\_fd\_sc\_hd\_\_ha\_1 \\
Worst Path Arrival & 6690 ps \\
Type of destination of the critical path & flop \\
Critical path required time & 9260 ps \\
Start point of the critical path & count[7]\$\_DFFE\_PN0P\_ \\
Startpoint kind of the worst setup timing path & flop \\
CP peak stage delay & 630 ps \\
Worst path slowest cell & sky130\_fd\_sc\_hd\_\_dfrtp\_1 \\
Biggest fanout along the worst timing path & 16 \\
\multicolumn{2}{l}{\textbf{Finish}} \\
Share of layout cells above drive strength 1 & $\sim$15\% \\
Filler cell count in the final layout & between 800 and 900 \\
Area growth, synth to finish & 27.4\% \\
Layout Cells excl Fill & 443 \\
\multicolumn{2}{l}{\textbf{Timing}} \\
Post-Route Skew & roughly 1.9 ps \\
Worst-margin pin slew & about 840 ps \\
Final cycle utilization of the critical path & 71.7\% \\
Max-slew headroom & 43.6\% \\
Final setup margin & 2580 ps \\
Final hold violation count & 0 \\
Pins over their slew limit & 0 \\
Setup TNS & 0 ps \\
Maximum clock frequency & 153 MHz \\
Final critical path time including I/O delays and setup & between 6000 and 7000 ps \\
Setup repair after global routing missed its margin & no \\
Number of setup violations in the final report & 0 \\
\multicolumn{2}{l}{\textbf{Flow run}} \\
Max cap viols & 0 \\
OpenROAD warnings & 28 \\
\multicolumn{2}{l}{\textbf{Power and ir drop}} \\
Largest voltage drop on the vdd net & 0.000122 V \\
Power Dens Cells & roughly 170 nW/µm² \\
Leakage power & 1.48 nW \\
Total chip power & 607 µW \\
\multicolumn{2}{l}{\textbf{Drt}} \\
Wire length reported by the detailed router & roughly 6400 µm \\
Mean number of vias per cell & between 4 and 5 \\
Antenna cell count & 0 \\
Drt first pass iters & 4 \\
Antenna violation net count after detailed routing & 0 \\
Final routed wire length divided by cell count & 14.4 µm \\
Count of vias placed by the detailed router & 2,199 \\
Residual DRC count & 0 \\
Violation count after the first detailed-route iteration & around 64 \\
\multicolumn{2}{l}{\textbf{Place}} \\
Hpwl dp & 4830 µm \\
Cell count after placement & 435 \\
Routability-driven placement congestion ratio & 0.851 \\
Post-placement setup slack & 2640 ps \\
Port Buffers & 52 \\
\multicolumn{2}{l}{\textbf{Worst hold path}} \\
Worst hold path startpoint & temp\_sj[1]\$\_DFFE\_PN0P\_ \\
Worst min-delay path category & reg -> reg \\
\hline
\end{tabular}
==> worst max-delay path: cells and delay by family, from the launching register on <==
| kind | cells | cell delay, ps |
|---|---|---|
| AND-OR/OR-AND | 12 | 2280 |
| buffers and inverters | 1 | 50 |
| multiplexers | 2 | 660 |
| flip-flops | 1 | 630 |
| adder cells (fa/ha/maj) | 5 | 1560 |
| AND/OR/NAND/NOR | 5 | 660 |
| XOR/XNOR | 2 | 550 |
==> final cells by class <==
cell class / instances / area (µm²) / area share (%)
clock inverters: 3 / 90.1 / 2.50
inverters: 13 / 48.8 / 1.36
multi-input cells: 220 / 1810 / 50.2
clock buffers: 5 / 68.8 / 1.91
well taps: 111 / 139 / 3.86
flip-flops and latches: 36 / 901 / 25.0
repair buffers: 55 / 543 / 15.1
==> final timing paths <==
kind | endpoint | slack [ps] | cells past startpoint
max in group asynchronous | count[7]$_DFFE_PN0P_ | 6800 | 2
worst max register to register | j_val[7]$_DFFE_PN0P_ | 2580 | 27
worst min register to register | temp_sj[1]$_DFFE_PN0P_ | 510 | 1
worst max-delay path | j_val[7]$_DFFE_PN0P_ | 2580 | 27
worst min-delay path | temp_sj[1]$_DFFE_PN0P_ | 510 | 1
min in group asynchronous | temp_sj[2]$_DFFE_PN0P_ | 1960 | 2
==> placed cells by master (no fill, tap or decap), types with 3 or more instances in the layout <==
cell type	n
sky130_fd_sc_hd__nand4b_1	4
sky130_fd_sc_hd__fa_1	8
sky130_fd_sc_hd__nand2_1	29
sky130_fd_sc_hd__xnor2_1	12
sky130_fd_sc_hd__clkbuf_8	5
sky130_fd_sc_hd__a21oi_1	3
sky130_fd_sc_hd__buf_4	3
sky130_fd_sc_hd__o21ai_1	7
sky130_fd_sc_hd__o21ai_0	19
sky130_fd_sc_hd__dfrtp_1	36
sky130_fd_sc_hd__inv_1	12
sky130_fd_sc_hd__nand2_2	3
sky130_fd_sc_hd__mux2i_1	12
sky130_fd_sc_hd__nand3_1	3
sky130_fd_sc_hd__a21o_1	3
sky130_fd_sc_hd__nor2_1	11
sky130_fd_sc_hd__nor3_1	4
sky130_fd_sc_hd__xor2_1	6
sky130_fd_sc_hd__bufinv_16	3
sky130_fd_sc_hd__clkdlybuf4s50_1	52
sky130_fd_sc_hd__nand3b_1	3
sky130_fd_sc_hd__nand2b_1	9
sky130_fd_sc_hd__mux2_2	27
sky130_fd_sc_hd__ha_1	11
==> through the flow <==
step | util (%) | hold slack (ps) | area [µm²]
detailed placement | 37.4 | 492 | 3440
CTS | 39.1 | 510 | 3600
floorplan | - | 471 | 2830
global placement | 37.4 | 482 | 3440
global route | 39.1 | 532 | 3600
finish | 39.1 | 506 | 3600
==> logic make-up (layout without fill, tap and decap cells) <==
| family | after synthesis | in the layout | share of synthesized area, % |
|---|---|---|---|
| simple gates | 85 | 85 | 16.6 |
| compound gates | 58 | 58 | 15.5 |
| mux | 40 | 40 | 15.8 |
| flops | 36 | 36 | 31.9 |
| buf+inv | 26 | 76 | 4.12 |
| fa+ha+maj | 19 | 19 | 10.5 |
| xor+xnor | 18 | 18 | 5.58 |
==> sequential cells by signal, summed over array words and instances (netlist names) <==
| signal | flops |
|---|---|
| temp_sj | 8 |
| state | 4 |
| temp_si | 8 |
| count | 8 |
| j_val | 8 |
==> where the power goes <==
group | leakage, nW | switching (mW) | total (mW) | internal [mW]
Combinational | 0.972 | 0.0997 | 0.202 | 0.102
Sequential | 0.425 | 0.0268 | 0.208 | 0.181
Clock | 0.0784 | 0.0605 | 0.198 | 0.137
==> routing by layer <==
layer / share of wire (%) / wire length, µm / global-route usage (%)
met1: 52 / 3290 / 23.2
met2: 43 / 2750 / 20.8
met3: 4.1 / 263 / 2.24
met4: 0.96 / 61 / 1.15
met5: 0 / 0 / 0
Power figures rest on the tool's default switching activity, not on a simulated workload.
